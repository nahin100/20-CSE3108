--- flow/run.sh ---
#!/bin/bash
# OpenROAD 26Q1-2900-gdf79404cd8, Yosys 0.63+post, stock flow scripts
make -C /OpenROAD-flow-scripts/flow DESIGN_CONFIG=/design/flow/config.mk WORK_HOME=/design/flow/orfs finish
--- flow/config.mk ---
export PLATFORM = sky130hd
export DESIGN_NAME = alu
export DESIGN_NICKNAME = alu
export VERILOG_FILES = /design/flow/design.v
export SDC_FILE = /design/flow/constraint.sdc
export NUM_CORES = 4
export LEC_CHECK = 1
export CORE_AREA = 10 10 70 70
export DIE_AREA = 0 0 80 80
--- flow/constraint.sdc ---
current_design alu

set clk_period 4.5
set clk_io_pct 0.2

create_clock -name clk0 -period $clk_period

set non_clock_inputs [all_inputs -no_clocks]
set_input_delay [expr $clk_period * $clk_io_pct] -clock clk0 $non_clock_inputs
set_output_delay [expr $clk_period * $clk_io_pct] -clock clk0 [all_outputs]
--- flow/design.v ---
module alu
(
    input wire [3:0] A, B,   
    input wire [1:0] OP,     
    output reg [3:0] R,      
    output reg CF            
);
    reg Sel;
    wire [3:0] R_ADD_SUB, R_SHL, R_NAND;
    wire CF_ADD_SUB;
    ADD_SUB4bit ADD_SUB1 ( .A(A), .B(B), .Sel(Sel), .R(R_ADD_SUB), .CF(CF_ADD_SUB));
    SHL4bit SHL1 ( .A(A), .B(B), .R(R_SHL));
    NAND4bit NAND1 ( .A(A), .B(B), .R(R_NAND));
    always @(*) 
    begin
        case (OP)
            2'b00:  
                begin 
                    Sel = 1'b0;   
                    R = R_ADD_SUB; 
                    CF = CF_ADD_SUB;
                end
            2'b01:  
                begin 
                    Sel = 1'b1;   
                    R = R_ADD_SUB;
                    CF = CF_ADD_SUB;
                end
            2'b10:  
                begin 
                    R = R_SHL;
                    CF = 1'b0;
                end
            2'b11:  
                begin 
                    R = R_NAND;
                    CF = 1'b0;
                end
            default: 
                begin
                    R = 4'b0000;  
                    CF = 1'b0;
                end
        endcase
    end
endmodule
module ADD_SUB4bit 
(
    input wire [3:0] A,B,  
    input wire Sel,         
    output wire [3:0] R,    
    output wire CF
);
    wire [3:0] B_complement;
    wire [3:0] B_selected;
    assign B_complement = ~B + 4'b0001;
    assign B_selected = (Sel) ? B_complement : B;
    assign {CF, R} = A + B_selected;
endmodule
module NAND4bit 
(
    input wire [3:0] A,B,  
    output wire [3:0] R
);
assign R = ~(A & B);
endmodule
module SHL4bit 
(
    input wire [3:0] A,B,  
    output reg [3:0] R
);
    wire [1:0] B2bit;
    assign B2bit = B[1:0];
    always @(*) begin
        case(B)
            2'b00: R = A;                      
            2'b01: R = {A[2:0], 1'b0};         
            2'b10: R = {A[1:0], 2'b00};        
            2'b11: R = {A[0], 3'b000};         
            default: R = A;                    
        endcase
    end
endmodule
==> flow_summary.ini <==
; physical design summary
[worst_setup_path]
critPathMaxStageDelay_ns = 0.56
cp_slowest_cell = clkdlybuf4s50_1
cp_top_family = buffers and inverters
crit_required_ns = 3.60
cp-endpoint = R[3]
end_kind = output pin
crit_cells = 11
worstPathArrival_ns = 3.43
worst-path-buf-inv = 3
worstPathMaxFanout = 5
start_kind = input port
critical_path.startpoint = B[1]
crit_chain = clkdlybuf4s50_1 -> inv_1 -> ha_1 -> nand2b_1 -> xnor2_2 -> ha_1 -> a21oi_1 -> and3_1 -> o21ai_0 -> o311ai_1 -> clkdlybuf4s50_1
worstSetupPathType = in -> out

[grt]
grt_max_degree = 9
track_usage_pct = 3.490
overflow = 0
grt_pass1_vias = 406
grt_pass1_wl_um = 1883
grt_antenna_before_repair = 0

[floorplanning]
core_um2 = 3416
pin_count = 15
fp_util_pct = 12.53
dieWidth_um = 80
die_h_um = 80
rows = 21
chipArea_um2 = 6400

[final_timing]
tightest_slew_ns = 0.3157
untimed_endpoints = 1
grt_setup_unrepaired = false
fin_crit_ns = 4.330
setup_tns_ns = 0
hold_viol = 0
max_slew_margin_pct = 78.78
unclocked_regs = 1
fin_ws_ns = 0.1699
fin_crit_sh_pct = 96.23
fin_hold_ws_ns = 2.894
drv_slew = 0
setup_viol = 0
fmax_mhz = 230.9

[cells_and_area]
final_layout_size_suffix_gt1_share_pct = 5.556
largest_reg_flops = 1
stdcell_area_um2 = 650.6
fill_cells = 386
syn2layout_area_growth_pct = 52.05

[drt]
ant_nets = 0
firstDrtPassIters = 5
drt_wl_total_um = 1241
vias = 461
drtIter0Drc = 26
n_antenna_cell = 0
drc = 0
wl_per_cell_um = 10.52
vias_per_cell = 3.907

[synth]
yosysWarningCount = 2
ys_types = 25
yosys-stat-cells = 56
synthCells = 56
synth.cell_area_um2 = 427.9
area_leaders = ha_1 (26%), inv_1 (6.1%), xnor2_1 (6.1%), o31ai_4 (5.0%), a21oi_1 (4.7%)
ys_area_um2 = 427.9
yosys.area.top_type = ha_1
ys_ff = 1
synth.avg_cell_area_um2 = 7.641
synth_top_area_share_pct = 26.32

[hold_path]
hold_class = in -> out

[place]
placed_area_um2 = 643.1
dp_hpwl_um = 1075
io_buffers = 15
dp_slack_ns = 0.1744
globalplace.congestion = 0.8220

[flow_run]
openroad.warnings = 36
maxCapViolCount = 0

[power]
power_frac_seq_pct = 1.4
power.leakage_nw = 0.2617
p_int_mw = 0.03557
ir_drop_v = 0.00001801
p_switching_mw = 0.02697
clock_power_share_pct = 0
switching_share_pct = 43.13
comb_power_share_pct = 98.6
power-per-cell-area_nw_per_um2 = 96.13
finalPower_mw = 0.06254

[status]
outcome = finished, final reports clean

[clocking]
holdBufCountCts = 0
==> final cells by class <==
class                      instances  area, µm²  area share [%]
inverter                           7      26.28           4.038
sequential                         1      15.01           2.308
tap                               46      57.56           8.846
multi-input combinational         48      394.1           60.58
timing repair buffer              16      157.7           24.23
==> synth_stat cells <==
master    count
a21oi_1       4
a221oi_1      2
a222oi_1      1
a22o_1        1
a31oi_1       2
and3_1        2
dlxtp_1       1
fa_1          1
ha_1          9
inv_1         7
nand2_1       3
nand2b_1      2
nand3_1       2
nand3b_1      1
nand4_1       1
nor2_1        3
nor2_4        1
nor2b_1       2
o21ai_0       3
o21ai_1       1
o311ai_1      1
o31ai_1       1
o31ai_4       1
or3_1         1
xnor2_1       3
==> timing repair <==
item	CTS	global route
setup endpoints to repair	0	1
buffers inserted	0	0
gates resized	0	1
==> how the worst min path moves through the flow <==
stage,from,end,slack [ns],cells past startpoint
6_report,A[3],R[3],2.89,4
5_1_grt,A[1],R[1],2.96,4
4_1_cts,A[3],R[3],2.90,4
==> power by group through the flow <==
stage	combinational, mW	sequential, mW	clock [mW]
after CTS	0.0619	0.000852	0
final	0.0617	0.000854	0
after global routing	0.0689	0.000896	0
==> logic make-up after synthesis <==
group / Yosys count / share of synthesized area, %
buffers and inverters: 7 / 6.141
adder cells (fa/ha/maj): 10 / 30.99
AND-OR/OR-AND: 17 / 29.53
AND/OR/NAND/NOR: 18 / 23.68
latches: 1 / 3.508
XOR/XNOR: 3 / 6.141
==> layout by cell type (no fill, tap or decap) <==
master	instances
inv_1	7
fa_1	1
xnor2_1	2
o31ai_1	1
nand4_1	1
dlxtp_1	1
nand2b_1	2
buf_4	1
nor2_1	3
a22o_1	1
o21ai_0	3
o31ai_4	1
o311ai_1	1
a221oi_1	2
nor2_4	1
a21oi_1	4
o21ai_1	1
xnor2_2	1
nand3b_1	1
nand3_1	2
clkdlybuf4s50_1	15
nand2_1	3
or3_1	1
nor2b_1	2
a222oi_1	1
ha_1	9
and3_1	2
a31oi_1	2
==> stage by stage <==
step | std cells | util (%)
CTS | 118 | 18.83
global route | 118 | 19.05
floorplan | 56 | -
detailed placement | 118 | 18.83
finish | 118 | 19.05
global placement | 118 | 18.83
==> worst min-delay path, delay by kind of cell <==
kind,cells,cell delay (ns)
AOI/OAI and AO/OA,2,0.24
buffers and inverters,2,0.85
==> routing by layer <==
| layer | GRT usage (%) | vias up | wire (µm) |
|---|---|---|---|
| met5 | 0 | - | 0 |
| met4 | 0 | 0 | 0 |
| met3 | 1.364 | 0 | 152 |
| met2 | 5.217 | 17 | 477 |
| met1 | 4.891 | 201 | 611 |
| li1 | - | 243 | - |
No activity file was given, so power comes from the tool's default toggle rates.
