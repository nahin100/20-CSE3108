### /design/flow/design.v
module RAM1x1bit (
    input wire clk,
    input wire reset,
    input wire Write_Data,
    input wire Write_Select,  
    input wire Read_Select_1,  
    input wire Read_Select_2,
    output wire Read_Data_1,
    output wire Read_Data_2
);
    reg DFF;
    always @(posedge clk or posedge reset) 
    begin
        if (reset) 
            DFF <= 1'b0;       
        else if (Write_Select) 
            DFF <= Write_Data;               
    end
    assign Read_Data_1 = (Read_Select_1)? DFF : 1'b0;
    assign Read_Data_2 = (Read_Select_2)? DFF : 1'b0;
endmodule
module RAM2x1bit (
    input wire clk,
    input wire reset,
    input wire [1:0] Write_Data,
    input wire Write_Select,  
    input wire Read_Select_1,  
    input wire Read_Select_2,
    output wire [1:0] Read_Data_1,
    output wire [1:0] Read_Data_2
);
RAM1x1bit cir1stbit 
(
    .clk(clk), 
    .reset(reset), 
    .Write_Data(Write_Data[0]), 
    .Write_Select(Write_Select), 
    .Read_Select_1(Read_Select_1), 
    .Read_Select_2(Read_Select_2), 
    .Read_Data_1(Read_Data_1[0]), 
    .Read_Data_2(Read_Data_2[0])
);
RAM1x1bit cir2ndbit 
(
    .clk(clk), 
    .reset(reset), 
    .Write_Data(Write_Data[1]), 
    .Write_Select(Write_Select), 
    .Read_Select_1(Read_Select_1), 
    .Read_Select_2(Read_Select_2), 
    .Read_Data_1(Read_Data_1[1]), 
    .Read_Data_2(Read_Data_2[1])
);
endmodule
module RAM2x2bit (
    input wire clk,
    input wire reset,
    input wire [1:0] Write_Data,
    input wire Write_Address,
    input wire Write_Enable,  
    input wire Read_Address_1,
    input wire Read_Address_2,
    output wire [1:0] Read_Data_1,
    output wire [1:0] Read_Data_2
);
    wire [1:0] RD1_row00, RD1_row01;
    wire [1:0] RD2_row00, RD2_row01;
    reg [1:0] WR_SEL, RD1_SEL, RD2_SEL;
    RAM2x1bit ram_row00 
    (
        .clk(clk), 
        .reset(reset), 
        .Write_Data(Write_Data), 
        .Write_Select(WR_SEL[0]), 
        .Read_Select_1(RD1_SEL[0]), 
        .Read_Select_2(RD2_SEL[0]), 
        .Read_Data_1(RD1_row00), 
        .Read_Data_2(RD2_row00)
    );
    RAM2x1bit ram_row01 
    (
        .clk(clk), 
        .reset(reset), 
        .Write_Data(Write_Data), 
        .Write_Select(WR_SEL[1]), 
        .Read_Select_1(RD1_SEL[1]), 
        .Read_Select_2(RD2_SEL[1]), 
        .Read_Data_1(RD1_row01), 
        .Read_Data_2(RD2_row01)
    );
    always @(*) 
       begin
            case ({Write_Enable, Write_Address})
                2'b10: WR_SEL = 2'b01;
                2'b11: WR_SEL = 2'b10;
                default: WR_SEL = 2'b00;
            endcase
        end 
    always @(*) 
        begin
            case (Read_Address_1)
                1'b0: RD1_SEL = 2'b01;
                1'b1: RD1_SEL = 2'b10;
                default: RD1_SEL = 2'b00;
            endcase
        end
    always @(*) 
        begin
            case (Read_Address_2)
                1'b0: RD2_SEL = 2'b01;
                1'b1: RD2_SEL = 2'b10;
                default: RD2_SEL = 2'b00;
            endcase
        end
    assign Read_Data_1 = RD1_row00 | RD1_row01;
    assign Read_Data_2 = RD2_row00 | RD2_row01;
endmodule
### /design/flow/run.sh
#!/bin/bash
# OpenROAD 26Q1-2900-gdf79404cd8, Yosys 0.63+post, stock flow scripts
make -C /OpenROAD-flow-scripts/flow DESIGN_CONFIG=/design/flow/config.mk WORK_HOME=/design/flow/orfs finish
### /design/flow/config.mk
export PLATFORM = sky130hd
export DESIGN_NAME = RAM2x2bit
export DESIGN_NICKNAME = RAM2x2bit
export VERILOG_FILES = /design/flow/design.v
export SDC_FILE = /design/flow/constraint.sdc
export NUM_CORES = 4
export LEC_CHECK = 1
export CORE_AREA = 10 10 70 70
export DIE_AREA = 0 0 80 80
### /design/flow/constraint.sdc
current_design RAM2x2bit

set clk_period 1.6
set clk_io_pct 0.2

create_clock -name clk0 -period $clk_period [get_ports {clk}]

set non_clock_inputs [all_inputs -no_clocks]
set_input_delay [expr $clk_period * $clk_io_pct] -clock clk0 $non_clock_inputs
set_output_delay [expr $clk_period * $clk_io_pct] -clock clk0 [all_outputs]
==> results.txt <==
Simple Share, Synth: 0.0904
Max Root-Sink Buffers: 2
Rel. slew slack: 0.886
initial antenna violation count: 0
Antenna Violating Nets Remaining: 0
Synth top cells by count: mux2_2 (6), dfrtp_1 (4), mux2_4 (2)
Critical Path RT: 1.28 ns
fill count: 396
comb area leader: multiplexers
Final setup viols: 0
DRT iter0 DRCs: 9
dpl cell area: 389 sq um
hold-fix buffers at CTS: 0
Synth Seq Share: 0.452
clock root buffer: clkbuf_4
worst hold margin: 0.281 ns
met2 usage: 0.0257
Num CTS Buffers: 3
Yosys chip area: 221 sq um
count leader, synth: mux2_2
Netlist Area Pre-Place: 221 sq um
Flop area: 100 sq um
critical path capture point type: primary output
grt peak-use layer: met2
CTS tree: yes
Placeable Area: 3420 sq um
fp_density: 0.0648
GPL Wtd Cong: 0.738
ys cells: 15
Final Skew: 0 ns
die area: 6400 sq um
Setup WS post-layout: 0.143 ns
Fin. Hold Viols: 0
area growth from synthesis to layout: 100%
Clock transition at path regs: 0.03 ns
R2R cell count: 3
GRT overflow: 0
largest net degree at the start of global routing: 5
status: completed
Max-area cell share: 0.452
via count: 190
Synth Area in XOR/XNOR: 0
final wirelength: 610 um
clk ins delay skew pair: 0.23 ns
cells after synthesis: 15
Max Freq: 686 MHz
n_diodes: 0
Distinct lib cells used: 6
Die X: 80 um
Design Area, Final: 443 sq um
H-tree Lvls: 1
ao+oa area frac: 0
Worst-Margin Slew: 0.170 ns
final core utilization: 0.130
kind of critical path: input pin to primary output
Hold Crit Class: input pin to asynchronous set/reset pin
Worst R2R Start: ram_row01.cir1stbit.DFF
Max-cap violations: 0
Yosys Warn Count: 2
tool warnings: 26
vias in the first global route: 199
Mux area share: 0.441
first-pass GRT wire length: 986 um
global routing usage on met1: 0.0240
crit share post-route: 0.911
max-slew violations: 0
RSZ-0062 raised after global routing: false
Synth area leader: dfrtp_1
average size of a mapped cell: 14.8 sq um
leakage power: 0.000199 uW
die height: 80 um
Post-synth EDFFs: 0
DR vias/cell: 2.41
layout cells sized above 1: 0.515
Tot GR Track Use: 0.0206
Pre-Repair DR Iteration Count: 2
Period minus WS final: 1.46 ns
critical path startpoint: Read_Address_2
startpoint types: input pin
synth top area cells: dfrtp_1 (45%), mux2_2 (31%), mux2_4 (14%)
Commonest flop: dfrtp_1
GRT met3 Usage: 0.0227
# IOs: 12
WL/cell: 7.72 um
fraction of the mapped netlist area in adder cells: 0
power per cell area: 808 nW/um^2
FP Rows: 21
multi-input combinational cell area: 121 sq um
Max VDD drop: 0.000146 V
Critical Path AT: 1.14 ns
number of remaining DRC errors: 0
fraction of registers with async set or reset after synthesis: 1.00
ys flops: 4
Place WS: -0.294 ns
CTS sink count: 4
IO buf count: 11
worst-path maximum fanout: 2
==> registers in the layout, summed over array words and instances, names as in the netlist <==
name                     flops
ram_row00.cir2ndbit.DFF      1
ram_row00.cir1stbit.DFF      1
ram_row01.cir1stbit.DFF      1
ram_row01.cir2ndbit.DFF      1
==> metrics by stage <==
stage	setup TNS, ns	total power (uW)	cells
6_report	0	358	79
5_1_grt	0	388	79
4_1_cts	-0.0216	359	77
3_5_place_dp	-1.15	228	72
3_3_place_gp	-1.11	227	72
2_1_floorplan	0	164	15
==> cell usage in the layout (no fill, tap or decap), drive strengths merged <==
cell type and count:
dlymetal6s2s 1, mux2 8, clkdlybuf4s50 5, inv 1
dlygate4sd2 4, clkbuf 3, dfrtp 4, nor2b 1
nand2 1, clkdlybuf4s15 1, buf 4
==> kinds of logic after synthesis <==
kind of cell / after synthesis
multiplexers: 8
AND/OR/NAND/NOR: 2
flip-flops: 4
buffers and inverters: 1
==> worst max-delay path, stage by stage <==
cell and delay, ns:
dlygate4sd2_1 0.23, mux2_2 0.34, dlygate4sd2_1 0.24
==> per-layer routing <==
layer,routed length (um),vias to the layer above,share of wire
met4,10,0,0.016
met2,222,11,0.36
met1,273,85,0.45
met5,0,-,0
li1,-,92,-
met3,103,2,0.17
==> timing repair <==
item                                    in CTS  in global routing
endpoints found under the setup margin       4                  1
resized                                      7                  1
setup buffers                                2                  2
==> cell type report <==
cell class,count,area share
tap,46,0.130
multi-input combinational,10,0.274
sequential,4,0.226
timing repair buffer,15,0.311
inverter,1,0.00847
clock buffer,3,0.0508
==> path summary, 6_finish.rpt <==
check | endpoint | slack [ns]
hold / removal | ram_row01.cir2ndbit.DFF | 0.28
max in group asynchronous | ram_row00.cir2ndbit.DFF | 1.17
min in group clk0 | ram_row00.cir2ndbit.DFF | 0.55
hold reg to reg | ram_row00.cir2ndbit.DFF | 0.55
setup reg to reg | ram_row01.cir1stbit.DFF | 0.60
setup / recovery | Read_Data_2[1] | 0.14
==> power breakdown <==
part | internal [uW] | switching [uW]
clock | 83.7 | 38.1
sequential | 117 | 10.7
combinational | 83.8 | 24.7
No activity file was given, so power comes from the tool's default toggle rates.
